==> config.mk <==
export PLATFORM = sky130hd
export DESIGN_NAME = WS2812
export DESIGN_NICKNAME = WS2812
export VERILOG_FILES = /design/flow/design.v
export SDC_FILE = /design/flow/constraint.sdc
export NUM_CORES = 4
export LEC_CHECK = 1
export CORE_UTILIZATION = 30
==> run.sh <==
#!/bin/bash
# OpenROAD 26Q1-2900-gdf79404cd8, Yosys 0.63+post, stock flow scripts
make -C /OpenROAD-flow-scripts/flow DESIGN_CONFIG=/design/flow/config.mk WORK_HOME=/design/flow/orfs finish
==> design.v <==
module WS2812 
	#(parameter CLOCK_FREQUENCY = 100000000)
	(
		input wire i_Clock,
		input wire i_Reset,
		input wire i_Start,
		input wire [7:0] i_LED1_R,
		input wire [7:0] i_LED1_G,
		input wire [7:0] i_LED1_B,
		input wire [7:0] i_LED2_R,
		input wire [7:0] i_LED2_G,
		input wire [7:0] i_LED2_B,
		input wire [7:0] i_LED3_R,
		input wire [7:0] i_LED3_G,
		input wire [7:0] i_LED3_B,
		output reg o_Led,
		output reg o_Ready
	);
wire [71:0] output_rgb;
assign output_rgb = {i_LED1_G, i_LED1_R, i_LED1_B, i_LED2_G, i_LED2_R, i_LED2_B, i_LED3_G, i_LED3_R, i_LED3_B};
reg [8:0] clk_counter;
reg [8:0] led_counter;
reg led_clock = 1'b0;
localparam [8:0] clock_divider_0 = CLOCK_FREQUENCY / 2380000;
localparam [8:0] clock_divider_1 = clock_divider_0 / 2;
always @(posedge i_Clock or posedge i_Reset) begin
	if (i_Reset)
		clk_counter <= 0;
	else if (clk_counter == clock_divider_1) begin
		led_clock <= 1'b1;
		clk_counter <= clk_counter + 1'b1;
	end
	else if (clk_counter == clock_divider_0) begin
		led_clock <= 1'b0;
		clk_counter <= 0;
	end
	else
		clk_counter <= clk_counter + 1'b1;
end
reg [2:0] SM;
localparam sm_waiting = 3'b000;
localparam sm_phase1  = 3'b001;			 
localparam sm_phase2  = 3'b010;			 
localparam sm_phase3  = 3'b011;			 
localparam sm_reset   = 3'b100;			 
always @(posedge led_clock) begin
	o_Ready <= (SM == sm_waiting);
end
reg start;
always @(posedge i_Clock) begin
	if (i_Start)
		start <= 1'b1;
	else if (SM != sm_waiting)
		start <= 1'b0;
end
always @(posedge led_clock or posedge i_Reset) begin
	if (i_Reset) begin
		o_Led <= 1'b0;
		led_counter = 8'b0;
		SM <= sm_waiting;
	end
	else begin
		case (SM)
			sm_waiting:
				if (start) begin
					led_counter <= 8'd71;			 
					o_Led <= 1'b1;
					SM <= sm_phase2;
				end
			sm_phase1:
				begin
					o_Led <= 1'b1;
					SM <= sm_phase2;
				end
			sm_phase2:
				begin
					o_Led <= output_rgb[led_counter];
					led_counter <= led_counter - 1'b1;
					if (led_counter == 8'd0) begin
						SM <= sm_reset;
					end
					else
						SM <= sm_phase3;
				end
			sm_phase3:
				begin
					o_Led <= 1'b0;
					SM <= sm_phase1;
				end
			sm_reset:
				begin
					o_Led <= 1'b0;
					led_counter <= led_counter + 1'b1;
					if (led_counter == 250)		 
						SM <= sm_waiting;
				end
		endcase
	end
end
endmodule
==> constraint.sdc <==
current_design WS2812

set clk_period 1.6
set clk_io_pct 0.2

create_clock -name clk0 -period $clk_period [get_ports {i_Clock}]

set non_clock_inputs [all_inputs -no_clocks]
set_input_delay [expr $clk_period * $clk_io_pct] -clock clk0 $non_clock_inputs
set_output_delay [expr $clk_period * $clk_io_pct] -clock clk0 [all_outputs]
==> impl_metrics.env <==
# source this file to load flow results
export IMPL_instances_no_fill=377
export IMPL_rsz0062_at_grt="false"
export IMPL_setup_viol=0
export IMPL_reg2reg_slack_ns=0.12
export IMPL_busiest_layer="met2"
export IMPL_grt_pass1_vias=1859
export IMPL_rr_endpoint="led_clock"
export IMPL_area_growth_pct=41.2
export IMPL_place_ws_ns=0.110
export IMPL_grt_util_all_layers=0.154
export IMPL_max_slew_worst_pin_slew_ns=0.837
export IMPL_timing_final_max_slew_violations=0
export IMPL_synth_edff_count=1
export IMPL_unclocked_regs=14
export IMPL_met2_usage=0.280
export IMPL_num_rows=30
export IMPL_cts_root_buf="clkbuf_8"
export IMPL_floorplan_core_util=0.313
export IMPL_drt_initial_drc_count=46
export IMPL_antenna_found_initial=0
export IMPL_pwr_density_cell_nw_per_um2=263
export IMPL_die_area_um2=7510
export IMPL_cts_resized_gates=0
export IMPL_top_area_cell="dfrtp_1"
export IMPL_cts_tree="yes"
export IMPL_end_kind="flip-flop"
export IMPL_grt_pass1_wl_um=8840
export IMPL_dr_pass1_iters=4
export IMPL_drive_above_1_share=0.0569
export IMPL_fin_setup_tns_ns=0
export IMPL_status="finished, final reports clean"
export IMPL_use_met3=0.0145
export IMPL_antenna_cells=0
export IMPL_untimed_endpoints=16
export IMPL_dp_hpwl_um=4260
export IMPL_tool_warnings=27
export IMPL_syn_instance_count=210
export IMPL_die_h_um=86.6
export IMPL_avgViaCountPerCell=5.05
export IMPL_placed_cells=373
export IMPL_ff_type="dfrtp_1"
export IMPL_clock_latency_ns=0.24
export IMPL_ys_seq_share=0.289
export IMPL_cts_hold_buf=0
export IMPL_grt_overflow_total=0
export IMPL_vias=1902
export IMPL_cp_start_kind="flip-flop"
export IMPL_ant_nets=0
export IMPL_grt_max_degree=18
export IMPL_die_w_um=86.6
export IMPL_yosysCellCount=210
export IMPL_core_um2=6870
export IMPL_ys_chip_area_um2=2150
export IMPL_hold_class="primary input to async pin"
export IMPL_timing_final_ws_setup_ns=0.116
export IMPL_reg2reg_from="clk_counter[8]"
export IMPL_relSlewSlack=0.427
export IMPL_grtUsageMet1=0.217
export IMPL_ys_types=47
export IMPL_io_buffer_count=76
export IMPL_hold_violations=0
export IMPL_io_pins=77
export IMPL_routabilityCongestion=0.798
export IMPL_topCellsByArea="dfrtp_1, mux4_1, mux4_2"
export IMPL_post_route_min_period_ns=1.48
export IMPL_max_cap_viol_count=0
export IMPL_totalWireLength_um=5340
export IMPL_finalCritPeriodShare=0.927
export IMPL_common_cells="dfrtp_1, nor2_1, a21oi_1, inv_1, nand2_1"
export IMPL_ir_drop_uv=435
export IMPL_cts_buffers=3
export IMPL_path_clk_slew_ns=0.05
export IMPL_critical_path_class="flip-flop to flip-flop"
export IMPL_cts_htree_levels=1
export IMPL_ys_ff=25
export IMPL_clock_fmax_mhz=674
export IMPL_syn_area_per_cell_um2=10.2
export IMPL_postCtsSetupBuffers=0
export IMPL_most_common_cell="dfrtp_1"
export IMPL_yosysTopAreaCellShare=0.256
export IMPL_ys_warn_count=1
export IMPL_drc=0
export IMPL_crit_arrival_ns=1.43
export IMPL_crit_fanout=2
export IMPL_async_flop_share=0.880
export IMPL_wl_per_cell_um=14.2
export IMPL_p_leak_uw=0.00122
export IMPL_finClkSkew_ns=0.00179
export IMPL_r2r_cells=4
export IMPL_syn_area_um2=2150
export IMPL_ctsLongestPathBuffers=2
export IMPL_worstPathRequired_ns=1.55
[power breakdown]
part | switching [uW] | total, uW | internal [uW]
clock network | 100 | 275 | 175
registers | 2.41 | 285 | 283
logic | 43.7 | 238 | 195
total | 146 | 798 | 652
[registers in the layout, indices dropped and copies added (netlist names)]
| name | cells |
|---|---|
| SM | 3 |
| o_Ready | 1 |
| clk_counter | 9 |
| led_counter | 9 |
| o_Led | 1 |
| led_clock | 1 |
| start | 1 |
[stage by stage]
| stage | total power (uW) | area (um2) | utilization | hold WS [ns] |
|---|---|---|---|---|
| after floorplan | 344 | 2150 | - | 0.309 |
| final | 798 | 3030 | 0.442 | 0.392 |
| after CTS | 812 | 3030 | 0.442 | 0.412 |
| after global placement | 529 | 2990 | 0.435 | 0.460 |
| after global routing | 840 | 3030 | 0.442 | 0.433 |
| after detailed placement | 531 | 2990 | 0.435 | 0.462 |
[layout by cell type, fill, tap and decap left out, types with 6 or more instances in the layout]
master	count
clkdlybuf4s50_1	76
dfrtp_1	22
nor2_1	20
nand2_1	11
inv_1	11
a21oi_1	11
mux4_1	10
ha_1	10
mux2i_1	9
xnor2_1	8
nand4_1	7
o21ai_0	7
mux4_2	7
nor3_1	6
nand3_1	6
nand3b_1	6
[layer usage]
layer	vias up	routed length, um
li1	950	-
met1	931	2350
met2	21	2890
met3	0	102
met4	0	0
met5	-	0
[critical path, cell delays in order (launching register included)]
cell     delay (ns)
dfrtp_1        0.39
or3_1          0.41
nor3_1         0.23
nor2_1         0.07
nor2_1         0.10
[final cells by class]
| type | instances | area [um2] |
|---|---|---|
| Fill cell | 656 | 3830 |
| Multi-Input combinational cell | 161 | 1420 |
| Clock buffer | 4 | 45.0 |
| Tap cell | 96 | 120 |
| Sequential cell | 25 | 621 |
| Timing Repair Buffer | 80 | 791 |
| Inverter | 11 | 41.3 |
[cell families (layout without fill, tap and decap cells)]
family / Yosys count / in the layout / share of synthesized area
AND-OR/OR-AND: 43 / 43 / 0.139
buffers and inverters: 24 / 95 / 0.0547
XOR/XNOR: 12 / 12 / 0.0489
flip-flops: 25 / 25 / 0.289
AND/OR/NAND/NOR: 69 / 69 / 0.164
adder cells (fa/ha/maj): 11 / 11 / 0.0675
multiplexers: 26 / 26 / 0.237
[worst max path at each step]
stage | depth (start not counted) | slack, ns | from | end
4_1_cts | 4 | 0.11 | clk_counter[8] | led_clock
5_1_grt | 4 | 0.05 | clk_counter[6] | led_clock
6_report | 4 | 0.12 | clk_counter[8] | led_clock
No activity file was given, so power comes from the tool's default toggle rates.
